==> flow/design.v <==
module fourcounter (clock,reset,enable,fourth);
input clock;
input reset;
input enable;
output fourth;
reg [1:0] value = 2'b00;
reg carryout = 1'b0;
always@(posedge clock)
	begin
	if (reset)
		begin
		value <= 2'b00;
		carryout <= 1'b0;
		end
	else if (&value)
		begin
		carryout <= 1'b1;
		value <= value + 1'b1;
		end
	else if (enable)
		begin
		value <= value + 1'b1;
		carryout <= 1'b0;
		end
	end
assign fourth = carryout;
endmodule
==> flow/run.sh <==
#!/bin/bash
# OpenROAD 26Q1-2900-gdf79404cd8, Yosys 0.63+post, stock flow scripts
make -C /OpenROAD-flow-scripts/flow DESIGN_CONFIG=/design/flow/config.mk WORK_HOME=/design/flow/orfs finish
==> flow/config.mk <==
export PLATFORM = sky130hd
export DESIGN_NAME = fourcounter
export DESIGN_NICKNAME = fourcounter
export VERILOG_FILES = /design/flow/design.v
export SDC_FILE = /design/flow/constraint.sdc
export NUM_CORES = 4
export LEC_CHECK = 1
export CORE_AREA = 10 10 70 70
export DIE_AREA = 0 0 80 80
==> flow/constraint.sdc <==
current_design fourcounter

set clk_period 1.0
set clk_io_pct 0.2

create_clock -name clk0 -period $clk_period [get_ports {clock}]

set non_clock_inputs [all_inputs -no_clocks]
set_input_delay [expr $clk_period * $clk_io_pct] -clock clk0 $non_clock_inputs
set_output_delay [expr $clk_period * $clk_io_pct] -clock clk0 [all_outputs]
==> reports/qor.tcl <==
set qor(status) {finished, violations left}
set qor(failing_checks) {setup timing}
set qor(static_leakage_power_nw) 0.0853
set qor(reg2reg_slack_ps) -40
set qor(global_route.usage.met1_pct) 1.99
set qor(die_area_um2) 6400
set qor(grt_max_degree) 5
set qor(critPathArrivalTime_ps) 1200
set qor(syn2layout_area_growth_pct) 122
set qor(drive_above_1_share_pct) 50.0
set qor(drcViolationCount) 0
set qor(timing.critical_path.fanout_max) 3
set qor(synth_area_leader_cell) {dfxtp_1}
set qor(clock.fmax_ghz) 0.961
set qor(ant_nets) 0
set qor(clock_transition_at_the_registers_of_the_reported_paths_ps) 40
set qor(postCtsSetupBuffers) 0
set qor(power.density_cell_area_nw_per_um2) 1420
set qor(grt_antenna_before_repair) 0
set qor(avgViaCountPerCell) 1.71
set qor(grt-ovfl-total) 0
set qor(cts_hold_buffers) 0
set qor(timing.critical_path.to_type) {register}
set qor(drt_first_pass_iters) 2
set qor(num_vias) 116
set qor(ys.flops) 3
set qor(clkLatencyLatePin_ps) 230
set qor(tool_warnings) 28
set qor(final_hold_viol_count) 0
set qor(min_path_type) {register to register}
set qor(finalSetupViolations) 1
set qor(floorplan.rows) 21
set qor(r2r.worst_path.cells) 3
set qor(worstSetupEndpoint) {value[1]}
set qor(unrepaired_setup_endpoints_after_global_routing) {yes}
set qor(worstPathRequired_ps) 1160
set qor(cts_inserted_buffers) 3
set qor(place_hpwl_um) 311
set qor(wl_um) 373
set qor(first_global_vias) 160
set qor(grt_pass1_wl_um) 703
set qor(post_synth_inst_count) 13
set qor(timing.rr.start) {value[0]}
set qor(h-tree-depth) 1
set qor(netlist_top_cells_area) {dfxtp_1, ha_1, a21oi_1}
set qor(yosys-stat-area_um2) 124
set qor(drt_first_iter_violations) 7
set qor(diodes) 0
set qor(chipHeight_um) 80
set qor(globalRoute.busiestLayer) {met1}
set qor(yosys_cells) 13
set qor(cts_num_sinks) 3
set qor(startpoint) {value[0]}
set qor(worstSetupPathType) {register to register}
set qor(clock-root-buffer) {clkbuf_4}
set qor(top_cell_area_share_pct) 48.5
set qor(core-area_um2) 3420
set qor(min_period_ps) 1040
set qor(worst_slew_margin_rel_pct) 90.4
set qor(post-route-period-util_pct) 104
set qor(maxSlewViolCount) 0
set qor(synth_cell_type_count) 9
set qor(worst_r2r_endpoint) {value[1]}
set qor(yosys.stat.seqShare_pct) 48.5
set qor(fin_ws_ps) -40.4
set qor(yosys_warnings) 1
set qor(avgSynthCellArea_um2) 9.53
set qor(post-route-util_pct) 8.06
set qor(cts_tree) {built}
set qor(peakVddDrop_mv) 0.730
set qor(routedWlPerCell_um) 5.49
set qor(critPathLaunchType) {register}
set qor(hold-worst-slack_ps) 473
set qor(ctsLongestPathBuffers) 2
set qor(design.portCount) 4
set qor(floorplan.core_util_pct) 3.63
set qor(post_synth_instance_area_um2) 124
set qor(cap_violations) 0
set qor(gpl.final_weighted_congestion) 0.630
set qor(worstMarginPinSlew_ps) 143
set qor(timing.clock.skew_ps) 1.48
set qor(globalRouteMet2Util_pct) 1.69
set qor(grtUsageTotal_pct) 1.41
set qor(gr-usage-met3_pct) 0.909
set qor(portBuffers) 3
set qor(floorplan.die.width_um) 80
cell families (layout without fill, tap and decap cells):
family,Yosys count,count (layout),share of synthesized area (%)
adder cells (fa/ha/maj),1,1,10.1
flip-flops,3,3,48.5
buffers and inverters,1,10,3.03
AND/OR/NAND/NOR,4,4,20.2
AND-OR/OR-AND,4,4,18.2
how the worst min path moves through the flow:
stage	to	slack [ps]	cells after the start	startpoint
CTS	carryout	480	2	carryout
global route	carryout	520	2	carryout
finish	carryout	470	2	carryout
layer usage:
metal / share of wire [%] / up-vias
li1: - / 66
met1: 65 / 45
met2: 28 / 3
met3: 4.6 / 2
met4: 1.6 / 0
met5: 0 / -
area by class of cell:
| cell class | count | area (um^2) |
|---|---|---|
| clock buffer | 4 | 26.3 |
| fill | 409 | 3140 |
| inverter | 1 | 3.75 |
| multi-input combinational | 9 | 78.8 |
| sequential | 3 | 63.8 |
| tap | 46 | 57.6 |
| timing repair buffer | 5 | 45.0 |
Yosys cell counts, drive strengths merged:
cell    count
inv         1
nor3        2
nand2b      1
ha          1
a21oi       2
o21a        1
dfxtp       3
or3b        1
o21ai       1
metrics by stage:
step / worst slack, ps / area, um^2 / TNS, ps / total power, mW / cells
floorplan: -0.585 / 138 / -0.585 / 0.155 / 13
finish: -40.4 / 275 / -40.4 / 0.390 / 68
global route: -73.1 / 275 / -136 / 0.425 / 68
global placement: -266 / 240 / -550 / 0.178 / 64
detailed placement: -264 / 240 / -535 / 0.178 / 64
CTS: -66.6 / 267 / -66.6 / 0.392 / 68
state kept, by name, indices dropped and copies added (netlist names):
register	cells
value	2
carryout	1
what timing repair did:
| item | CTS | global route |
|---|---|---|
| gates resized | 2 | 5 |
| pin swaps | 1 | 0 |
| setup endpoints to repair | 3 | 3 |
where the power goes:
group / internal (mW) / switching, mW / leakage, nW
Sequential: 0.130 / 0.00857 / 0.0258
Clock: 0.149 / 0.0581 / 0.0150
Combinational: 0.0275 / 0.0158 / 0.0446
Total: 0.307 / 0.0825 / 0.0853
cell usage in the layout, fill, tap and decap left out:
cell type | netlist | layout
dfxtp_2 | 0 | 3
clkbuf_4 | 0 | 3
nor3_1 | 2 | 2
clkdlybuf4s50_1 | 0 | 2
buf_4 | 0 | 2
inv_1 | 1 | 1
nand2b_1 | 1 | 1
a21oi_1 | 2 | 1
or3b_4 | 0 | 1
o21ai_1 | 0 | 1
a21oi_2 | 0 | 1
o21a_1 | 1 | 1
ha_4 | 0 | 1
clkbuf_1 | 0 | 1
clkdlybuf4s15_1 | 0 | 1
critical path, stage by stage (launching register included):
cell     delay (ps)
dfxtp_2         330
ha_4            160
or3b_4          370
a21oi_2         120
Power and IR drop assume default switching activity.
