==> flow/run.sh <==
#!/bin/bash
# OpenROAD 26Q1-2900-gdf79404cd8, Yosys 0.63+post, stock flow scripts
make -C /OpenROAD-flow-scripts/flow DESIGN_CONFIG=/design/flow/config.mk WORK_HOME=/design/flow/orfs finish
==> flow/config.mk <==
export PLATFORM = sky130hd
export DESIGN_NAME = validChecker
export DESIGN_NICKNAME = validChecker
export VERILOG_FILES = /design/flow/design.v
export SDC_FILE = /design/flow/constraint.sdc
export NUM_CORES = 4
export LEC_CHECK = 1
export CORE_AREA = 10 10 70 70
export DIE_AREA = 0 0 80 80
==> flow/constraint.sdc <==
current_design validChecker

set clk_period 1.3
set clk_io_pct 0.2

create_clock -name clk0 -period $clk_period [get_ports {clock}]

set non_clock_inputs [all_inputs -no_clocks]
set_input_delay [expr $clk_period * $clk_io_pct] -clock clk0 $non_clock_inputs
set_output_delay [expr $clk_period * $clk_io_pct] -clock clk0 [all_outputs]
==> flow/design.v <==
module validChecker(clock, dest3, dest2, dest1, dest0, ValidBit3, ValidBit2, ValidBit1, ValidBit0, nand32, nand31, nand30,
			nand21,nand20,nand10);
input [1:0] dest3, dest2, dest1, dest0;
input clock;
output ValidBit3, ValidBit2, ValidBit1, ValidBit0, nand32, nand31, nand30, nand21, nand20, nand10;
reg Valid3, Valid2, Valid1, Valid0;
always@(posedge clock)
	begin
	Valid3 <= nand32 & nand31 & nand30;
	Valid2 <= nand32 & nand21 & nand20;
	Valid1 <= nand31 & nand21 & nand10;
	Valid0 <= nand30 & nand20 & nand10;
	end
assign nand32 = ~&(dest3~^dest2);
assign nand31 = ~&(dest3~^dest1);
assign nand30 = ~&(dest3~^dest0);
assign nand21 = ~&(dest2~^dest1);
assign nand20 = ~&(dest2~^dest0);
assign nand10 = ~&(dest1~^dest0);
assign ValidBit3 = Valid3;
assign ValidBit2 = Valid2;
assign ValidBit1 = Valid1;
assign ValidBit0 = Valid0;
endmodule
==> Implementation_results.wiki <==
=== Synthesis and place and route ===
{| class="wikitable"
! Metric !! Value
|-
| Met1 Routed Length || between 200 and 300 um
|-
| Post-detailed-route count of antenna-violating nets || 0
|-
| Placement Rows || 21
|-
| Post-synthesis sequential area ratio || 0.320
|-
| Relative slew margins || 0.873
|-
| Crit path max fanout || 3
|-
| Critical path capture point type || output port
|-
| Pin count of the biggest net entering global routing || 4
|-
| Data arrival, critical path || approximately 1 ns
|-
| Via density per instance || roughly 2.6
|-
| Clock transition at the registers of the reported paths || 0.03 ns
|-
| Antenna Cells || 0
|-
| Count of instantiated cells in the yosys netlist || 32
|-
| Via count of the first global-routing pass || between 300 and 400
|-
| Total of hold buffers inserted after clock tree synthesis || 0
|-
| Post-route insts no fill || 107
|-
| Leftover overflow at the end of global routing || 0
|-
| Buffer levels on the longest clock path || 2
|-
| Uppermost metal layer occupied by signal nets || met3
|-
| Worst hold path stage count || 5
|-
| Final worst-path cycle share || 0.959
|-
| Initial core utilization || 0.0733
|-
| Worst path buffer plus inverter count || 3
|-
| Maximum vdd ir drop || ~0.00017 V
|-
| Max stage delay on crit path || ~0.24 ns
|-
| Pre-Repair DR Iteration Count || 4
|-
| Drt drc || 0
|-
| Critical setup path kind || in2out
|-
| Cts bufs inserted || 3
|-
| Stages on worst setup path || 5
|-
| Data required time of the worst path || around 1.0 ns
|-
| Unique cell type count in the Yosys netlist || 5
|-
| Worst hold slack || around 0.55 ns
|-
| Status || finished, final reports clean
|-
| Number of instances in the placed design || slightly above 100
|-
| Post-synthesis register bit count || 4
|-
| Number of endpoints with negative hold slack in the final report || 0
|-
| Clock tree from TritonCTS || built
|-
| Initial antenna violation count || 0
|-
| Post-layout total power || 485 uW
|-
| Count of input and output buffers || 18
|-
| Type of element launching the critical path || primary input
|-
| RSZ-0062 raised after global routing || false
|-
| Ordered cell list for the critical path || buf_2 -> xor2_1 -> nor2_1 -> inv_1 -> dlygate4sd2_1
|-
| Power density over cell area || approximately 910 mW/mm2
|-
| Cell leakage power || 0.000258 uW
|-
| Area Overhead vs Synth || 114%
|-
| Highest-delay cell along the critical path || sky130_fd_sc_hd__dlygate4sd2_1
|-
| Sum of net half-perimeters after detailed placement || between 700 and 800 um
|-
| Max-cap check violation count || 0
|-
| Routed wire length || slightly below 900 um
|-
| Placeable core area || 0.00342 mm2
|-
| Actual transition at the worst max-transition pin || approximately 0.19 ns
|-
| Final setup vio count || 0
|-
| Type of the most critical hold path || in2reg
|-
| Wire length of the first global-routing pass || 1.39 mm
|-
| Routability congestion estimate || between 0.7 and 0.8
|-
| Overall fraction of global-route tracks in use || 0.0275
|-
| Mean area per synthesized cell || between 7 and 8 um2
|-
| I/O Pins || 19
|-
| Area of the die || about 0.0064 mm2
|-
| Wire length on met3 || 138 um
|-
| Count of mapped cells out of synthesis || 32
|-
| CTS H-tree depth || 1
|-
| Number of pins with negative max-slew slack in the final report || 0
|-
| Crit-path leading delay family || buffers and inverters
|-
| Yosys stat area || between 200 and 300 um2
|-
| Via Count || 281
|-
| Violation count after the first detailed-routing iteration || 4
|-
| Share of post-route cells with drive strength above 1 || 0.328
|-
| Die y size || roughly 80 um
|-
| Routed wire length per instance || roughly 8 um
|-
| Overall die width || 80 um
|-
| Yosys warning tally || 1
|-
| Max Clk Rate || approximately 800 MHz
|-
| # clock sinks || 4
|-
| Post-Syn Area || between 200 and 300 um2
|-
| Routed length on met2 || ~450 um
|-
| Final period demand of the worst path || around 1.2 ns
|-
| Root Buffer || sky130_fd_sc_hd__clkbuf_4
|-
| Total number of warnings across the stage logs || 25
|}
## timing repair
item                                    CTS  global route
cloned                                    0             0
endpoints found under the setup margin    6             7
resized                                  38             8
buffers inserted                          2             0
pin swaps                                 7             5
## final timing paths
path | endpoint | startpoint
setup / recovery | nand21 | dest1[0]
hold / removal | Valid2 | dest1[1]
## routing by layer
layer  up-vias  global-route usage
met1       118              0.0252
met3         0              0.0205
met5         -                   0
met4         0             0.00528
met2        11              0.0482
li1        152                   -
## stage by stage
| step | area (um2) | utilization | TNS, ns | setup WS [ns] |
|---|---|---|---|---|
| floorplan | 250 | - | 0 | 0.463 |
| global placement | 533 | 0.156 | -3.82 | -0.570 |
| detailed placement | 533 | 0.156 | -3.95 | -0.577 |
| CTS | 523 | 0.153 | 0 | 0.0314 |
| global route | 536 | 0.157 | 0 | 0.00725 |
| finish | 536 | 0.157 | 0 | 0.0532 |
## cell families (layout without fill, tap and decap cells)
group                  Yosys count  after routing  share of synthesized area
XOR/XNOR                        12             12                      0.420
buffers and inverters            6             35                     0.0900
flip-flops                       4              4                      0.320
AND/OR/NAND/NOR                 10             10                      0.170
## Yosys cell counts, drive strengths merged
library cell / n / area share
dfxtp: 4 / 0.32
inv: 6 / 0.090
nor2: 6 / 0.090
nor3: 4 / 0.080
xor2: 12 / 0.42
## worst min-delay path, stage by stage
cell and delay (ns):
sky130_fd_sc_hd__buf_4 0.10, sky130_fd_sc_hd__xor2_1 0.06, sky130_fd_sc_hd__nor2_1 0.13, sky130_fd_sc_hd__buf_4 0.14, sky130_fd_sc_hd__nor3_1 0.04
## cells in the final DEF (no fill, tap or decap)
cell type / count
sky130_fd_sc_hd__dlygate4sd2_1: 1
sky130_fd_sc_hd__clkbuf_4: 3
sky130_fd_sc_hd__buf_2: 7
sky130_fd_sc_hd__buf_4: 9
sky130_fd_sc_hd__xor2_1: 12
sky130_fd_sc_hd__clkdlybuf4s50_1: 3
sky130_fd_sc_hd__inv_1: 6
sky130_fd_sc_hd__dfxtp_2: 1
sky130_fd_sc_hd__nor2_1: 6
sky130_fd_sc_hd__clkdlybuf4s15_1: 5
sky130_fd_sc_hd__dfxtp_1: 3
sky130_fd_sc_hd__nor3_1: 4
sky130_fd_sc_hd__dlymetal6s2s_1: 1
## state kept, by name, indices dropped and copies added, names as in the netlist
register	flops
Valid0	1
Valid3	1
Valid1	1
Valid2	1
## power breakdown
part	total [uW]	internal, uW	leakage [uW]	switching, uW
Sequential	152	147	0.0000338	4.61
Clock	149	103	0.0000138	45.7
Combinational	185	120	0.000211	64.9
## final cells by class
cell class | count | area [um2]
Sequential cell | 4 | 81.3
Tap cell | 46 | 57.6
Clock buffer | 3 | 22.5
Inverter | 6 | 22.5
Multi-Input combinational cell | 22 | 148
Fill cell | 397 | 2880
Timing Repair Buffer | 26 | 204
Power is estimated from default activity; no workload was simulated.
